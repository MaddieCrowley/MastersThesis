==> ./design.v <==
`timescale 1ns / 100ps
module dds #(
    parameter BITWIDTH     = 32,
    parameter TUNE_WIDTH   = 16,
    parameter PA_OUT_WIDTH = 14,
    parameter PA_WIDTH     = 23
) (
    input  wire                  clk,
    input  wire [TUNE_WIDTH-1:0] tuning_word,
    input  wire                  SEL,
    input  wire                  n_RST,
    output wire [  BITWIDTH-1:0] sig_out
);
  wire [PA_OUT_WIDTH-1:0] phase_value;
  wire [BITWIDTH-1:0]     pulse_out;
  pa #(
      .PA_WIDTH     (PA_WIDTH),
      .TUNE_WIDTH   (TUNE_WIDTH),
      .PA_OUT_WIDTH (PA_OUT_WIDTH)
  ) I_PA (
      .tuning_word (tuning_word),
      .clk         (clk),
      .n_RST       (n_RST),
      .phase_value (phase_value)
  );
  pulse #(
      .BITWIDTH     (BITWIDTH),
      .PA_OUT_WIDTH (PA_OUT_WIDTH)
  ) I_PULSE (
      .phase_value (phase_value),
      .pulse_out   (pulse_out)
  );
  assign sig_out = pulse_out;
endmodule : dds
`timescale 1ns / 100ps
module pa #(
    parameter PA_WIDTH   = 23,
    parameter TUNE_WIDTH = 16,
    parameter PA_OUT_WIDTH   = 14
) (
    input  wire [TUNE_WIDTH-1:0] tuning_word,
    input  wire                  clk,n_RST,
    output wire [  PA_OUT_WIDTH-1:0] phase_value
);
  reg [PA_WIDTH-1:0] phasereg;
  assign phase_value = phasereg[PA_WIDTH-1:PA_WIDTH-PA_OUT_WIDTH];
  always @(posedge clk) begin
    if (~n_RST) begin
      phasereg <= 0;
    end else begin
      phasereg <= phasereg + {{PA_WIDTH - TUNE_WIDTH{1'b0}}, tuning_word};
    end
  end
endmodule : pa
`timescale 1ns/100ps
module pulse # (
    parameter BITWIDTH=32,
                parameter PA_OUT_WIDTH = 14
)   (
    input wire [PA_OUT_WIDTH-1:0] phase_value,
     output wire [BITWIDTH-1:0] pulse_out
);
    assign pulse_out={BITWIDTH{phase_value[PA_OUT_WIDTH-1]}};    
endmodule: pulse
`timescale 1ns / 100ps
module filter #(
    parameter BITWIDTH     = 32,
    parameter TUNE_WIDTH   = 16,
    parameter PA_WIDTH     = 23,
    parameter PA_OUT_WIDTH = 14
) (
    input       [  BITWIDTH-1:0] sig_in,
    input       [  BITWIDTH-1:0] fco,
    input                        clk,
                                 n_RST,
    input  wire [TUNE_WIDTH-1:0] tuning_word,
    output wire [  BITWIDTH-1:0] sig_out
);
  assign sig_out = sum_out;
  wire [BITWIDTH-1:0] sum_out =  sig_in-sah_out;
  wire [BITWIDTH-1:0] zneg1_out;
  wire [BITWIDTH-1:0] sah_out;
  wire [BITWIDTH-1:0] dds_out;
  wire                SEL;
  zneg1 #(
      .BITWIDTH(BITWIDTH)
  ) I_ZNEG1 (
      .clk     (clk),
      .sig_in  (sum_out),
      .sig_out (zneg1_out)
  );
  sah #(
      .BITWIDTH(BITWIDTH)
  ) I_SAH (
      .sig_in  (zneg1_out),
      .trig    (&dds_out),
      .sig_out (sah_out)
  );
  dds #(
      .BITWIDTH     (BITWIDTH),
      .TUNE_WIDTH   (TUNE_WIDTH),
      .PA_OUT_WIDTH (PA_OUT_WIDTH),
      .PA_WIDTH     (PA_WIDTH)
  ) I_DDS (
      .clk         (clk),
      .tuning_word (tuning_word),
      .SEL         (SEL),
      .n_RST       (n_RST),
      .sig_out     (dds_out)
  );
endmodule : filter
`timescale 1ns / 100ps
module sah #(
    parameter BITWIDTH = 32
) (
    input      [BITWIDTH-1:0] sig_in,
    input                     trig,
    output reg [BITWIDTH-1:0] sig_out
);
  always @(posedge trig) begin
    sig_out <= sig_in;
  end
endmodule : sah
`timescale 1ns / 100ps
module zneg1 #(
    parameter BITWIDTH = 32
) (
    input                 clk,
    input  [BITWIDTH-1:0] sig_in,
    output reg [BITWIDTH-1:0] sig_out
);
  always @(posedge clk) begin
    sig_out <= sig_in;
  end
endmodule : zneg1
==> ./run.sh <==
#!/bin/bash
# OpenROAD 26Q1-2900-gdf79404cd8, Yosys 0.63+post, stock flow scripts
make -C /OpenROAD-flow-scripts/flow DESIGN_CONFIG=/design/flow/config.mk WORK_HOME=/design/flow/orfs finish
==> ./config.mk <==
export PLATFORM = sky130hd
export DESIGN_NAME = filter
export DESIGN_NICKNAME = filter
export VERILOG_FILES = /design/flow/design.v
export SDC_FILE = /design/flow/constraint.sdc
export NUM_CORES = 4
export LEC_CHECK = 1
export CORE_UTILIZATION = 30
==> ./constraint.sdc <==
current_design filter

set clk_period 15.0
set clk_io_pct 0.2

create_clock -name clk0 -period $clk_period [get_ports {clk}]

set non_clock_inputs [all_inputs -no_clocks]
set_input_delay [expr $clk_period * $clk_io_pct] -clock clk0 $non_clock_inputs
set_output_delay [expr $clk_period * $clk_io_pct] -clock clk0 [all_outputs]
==> run notes <==
The layout was made with Yosys and OpenROAD.

The clock period minus worst slack is 9400 ps. Looking at the hold checks, the worst path lands on I_DDS.I_PA.phasereg[21]. The synthesized area is 4640 sq um. TritonCTS built the clock tree.

In this run, post-CTS repair resized a total of 0 instances. As reported, the later end of the worst-skew pair has a clock insertion delay of approximately 300 ps. Between the synthesized netlist and the finished layout, the area growth was recorded as 24.9%. The final timing summary puts the cycle share of the worst path at 0.627. In this run, the number of DRC markers left after iteration 0 of detailed routing was roughly 140. The post-synthesis chip area from yosys is 4640 sq um. In the global route stage, overall resource usage came out at 0.127.

Along the worst path, the maximum fanout reaches 3. Per Yosys stat, the portion of area used by sequential elements is 0.375. The multi-input combinational cells in the finished layout cover a total of 2700 sq um.

The power per cell area is 92.5 nW/um^2. After layout, the setup clock skew is reported as 4.44 ps. The number of different library cells in the post-synthesis netlist is 58.

The chip occupies 16000 sq um. The worst register-to-register path begins at I_DDS.I_PA.phasereg[0]. Sorting the Yosys area breakdown by cell type puts at the top dfxtp_1.

The setup TNS after final layout is 0 ps. The final timing report counts setup violations totalling 0. The largest buffer count on any clock path is 2. The instance tally after logic synthesis is about 500.

The total I/O pin count is ~110. The most popular library cell in the synthesized design by count is dfxtp_1. The dominant synthesized flop cell is dfxtp_1. The number of global-route vias before repair is 3599.

The detailed-route DRC error count is 0. The endpoint identified for the worst register-to-register timing path is I_DDS.I_PA.phasereg[22]. Per the synth log, the flip-flop and latch total comes to 87.

CTS added clock buffers totalling 5. The count of cells along the worst register-to-register path is 10. The die extent in y is 126 microns. The class of the tightest hold or removal check is register to register. Looking at the VDD voltage map, the peak drop is 66.4 uV. The classification of the worst setup path is input pin to output port.

The placed wire-length estimate is between 7000 and 8000 microns. The number of post-CTS setup repair buffers is 0. The number of cells in the yosys synthesis report is approximately 510.

The max-slew headroom at the worst pin is 0.421. Buffers inserted to repair hold after CTS numbered 0. The final core utilization is 0.383. The final layout report lists a filler cell count of around 1500. The total wirelength of the detailed-routed design is 9720 microns. At the end of routability-driven placement, the weighted congestion stood at 0.896. The tally of max-capacitance violations is 0.

The via count normalized by instance count is 4.80. The count of tool warnings is 57. The starting utilization of the core area is 0.306. The timing report gives the clock slew at the launch and capture registers of the worst setup and hold paths as 70 ps. STA reports a reg2reg setup slack of 12390 ps. Of the post-synthesis cell area, the dominant cell type holds 0.375. Sorting the synthesized cells by how often they occur yields dfxtp_1, a21oi_1, ha_1. Counting flops with a built-in enable in the synthesized netlist gives 0.

The transition time of the tightest slew-check pin is 866 ps. The total area inside the core boundary comes to 15100 sq um. Per the OpenROAD floorplan log, the width of the die is 126 microns. The H-tree generated during clock tree synthesis spans 2 levels. In the final layout, flip-flops and latches occupy 1740 sq um.

The wire length per cell is 12.5 microns. The average cell area after synthesis is 9.12 sq um. The number of placement rows is between 40 and 50. The run finished with clean final reports.

The critical path startpoint category is an input pin. The achievable frequency is 106 MHz. The OpenROAD report gives the critical path a data arrival time of 6400 ps.

The global route total overflow is 0. 32 endpoints have no timing constraint. The required time at the worst endpoint is listed as ~12000 ps.

The initial antenna violation count is 0. The count of input and output buffers is 81. The number of max-slew violations in the final report is 0. The async set-or-reset flop fraction in the synthesized netlist is 0. 0 antenna diodes ended up in the layout. The number of hold-slack violations in the final timing report is 0. Setup repair after global routing left no endpoint under its margin. The timer found 32 register pins that no clock reaches; their paths are not timed.

The pin count of the biggest net entering global routing is 29. Counting the warning lines in the Yosys log gives 3. The report gives the cell count of the worst hold path as 2. The remaining antenna violation count after routing is 0. The tree is rooted in a clkbuf_16. By area the synthesized netlist is led by dfxtp_1, ha_1, a21oi_1, xnor2_1, inv_1. The beginning of the worst hold path is I_DDS.I_PA.phasereg[21]. The worst setup path is captured at an output port. The via count is 3742.

The layout summary lists the proportion of cells stronger than drive strength 1 as 0.0423. The wire length of the first global-routing pass is 16400 microns. The worst slack on hold paths is 468 ps. The total leakage power is 0.00253 uW. The first detailed-routing pass ran for 4 iterations.
## power by group
group / internal (uW) / switching, uW / total, uW
sequential: 175 / 8.89 / 184
combinational: 118 / 115 / 233
clock: 61.3 / 58.4 / 120
total: 354 / 182 / 536
## logic make-up after synthesis
kind of cell / count (synthesis) / synth area share
xor gates and xnor gates: 38 / 0.0717
muxes: 5 / 0.0108
AOI/OAI and AO/OA: 141 / 0.205
DFF: 87 / 0.375
adders and majority gates: 49 / 0.135
buffers and inverters: 50 / 0.0423
and+or+nand+nor: 139 / 0.159
## layer usage
| metal | track usage | up-vias | part of all wire |
|---|---|---|---|
| met4 | 0.0177 | 0 | 0.015 |
| li1 | - | 1961 | - |
| met2 | 0.210 | 67 | 0.45 |
| met5 | 0 | - | 0 |
| met3 | 0.0258 | 10 | 0.054 |
| met1 | 0.178 | 1704 | 0.48 |
## worst max path at each step
stage | start | to | slack [ps] | depth (start not counted)
finish | sig_in[0] | sig_out[30] | 5600 | 12
global route | sig_in[0] | sig_out[28] | 5410 | 12
CTS | sig_in[0] | sig_out[30] | 5580 | 12
## state kept, by name, indices dropped and copies added (netlist names)
signal / flops
I_ZNEG1.sig_out: 32
I_DDS.I_PA.phasereg: 23
I_SAH.sig_out: 32
## cell usage in the layout (no fill, tap or decap), types with 6 or more instances in the layout
| cell | count |
|---|---|
| dfxtp_1 | 87 |
| xnor2_1 | 28 |
| and3_1 | 7 |
| clkdlybuf4s50_1 | 81 |
| xor2_1 | 10 |
| a21oi_1 | 52 |
| nor2_1 | 24 |
| o21ai_0 | 26 |
| nand2b_1 | 14 |
| nor3_1 | 6 |
| nand4_1 | 7 |
| nand3_1 | 15 |
| nand2_1 | 31 |
| inv_1 | 42 |
| a21o_1 | 16 |
| nor2b_1 | 6 |
| o21a_1 | 6 |
| ha_1 | 47 |
| and2_1 | 10 |
## cell type report
| cell class | count | area share |
|---|---|---|
| Clock buffer | 5 | 0.0216 |
| Clock inverter | 3 | 0.00259 |
| Inverter | 42 | 0.0272 |
| Multi-Input combinational cell | 372 | 0.466 |
| Sequential cell | 87 | 0.300 |
| Tap cell | 188 | 0.0406 |
| Timing Repair Buffer | 82 | 0.141 |
## worst max-delay path, cell delays in order
cell and delay [ps]:
clkdlybuf4s50_1 460, inv_1 40, ha_1 210, fa_1 400, and2b_1 240, o2111ai_2 140, nand4b_1 200, a21oi_1 140
or4b_4 560, a311o_1 280, o311ai_0 160, clkdlybuf4s50_1 570
## stage by stage
step	cells	setup WS [ps]	total power [uW]	cell area, sq um
after floorplan	509	6960	355	4640
after global placement	771	5610	415	5660
after detailed placement	771	5590	420	5660
after CTS	779	5580	545	5800
after global routing	779	5410	578	5800
final	779	5600	536	5800
No activity file was given, so power comes from the tool's default toggle rates.
